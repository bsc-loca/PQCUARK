### flow/config.mk
export PLATFORM = sky130hd
export DESIGN_NAME = bfu_barrett
export DESIGN_NICKNAME = bfu_barrett
export VERILOG_FILES = /design/flow/design.v
export SDC_FILE = /design/flow/constraint.sdc
export NUM_CORES = 4
export LEC_CHECK = 1
export CORE_UTILIZATION = 50
### flow/constraint.sdc
current_design bfu_barrett

set clk_period 18.8
set clk_io_pct 0.2

create_clock -name clk0 -period $clk_period [get_ports {clk_i}]

set non_clock_inputs [all_inputs -no_clocks]
set_input_delay [expr $clk_period * $clk_io_pct] -clock clk0 $non_clock_inputs
set_output_delay [expr $clk_period * $clk_io_pct] -clock clk0 [all_outputs]
### flow/design.v
module barrett_reduce
(
  input logic  [15:0] src_i,      
  output logic [15:0] result_o     
);
  logic [31:0] v_mul_a;  
  logic [31:0] sum;
  logic [31:0] shift;
  logic [15:0] t;        
  logic signed [15:0] mult_q;  
  logic signed [15:0] diff;  
  always_comb begin
      v_mul_a = ({{2{src_i[15]}}, src_i, 14'b0}) + 
                ({{5{src_i[15]}}, src_i, 11'b0}) +
                ({{6{src_i[15]}}, src_i, 10'b0}) +
                ({{7{src_i[15]}}, src_i, 9'b0}) +
                ({{9{src_i[15]}}, src_i, 7'b0}) +
                ({{11{src_i[15]}}, src_i,5'b0}) +
                ({{12{src_i[15]}}, src_i,4'b0}) +
                ({{13{src_i[15]}}, src_i,3'b0}) +
                ({{14{src_i[15]}}, src_i,2'b0}) +
                ({{15{src_i[15]}}, src_i,1'b0}) +
                ({{16{src_i[15]}}, src_i});
      sum = (v_mul_a + (1 << 25));
      shift = {{26{sum[31]}}, sum[31:26]};
      t = shift[15:0];
      mult_q = (t <<< 11) + (t <<< 10) + (t <<< 8) + t;  
      diff = src_i - mult_q;
  end
  assign result_o = diff;
endmodule
module bfu_barrett (
    input  logic        clk_i,
    input  logic        rstn_i,
    input  logic        flush_i,         
    input  logic        validSrc_i,      
    input  logic [31:0] src_i,           
    output logic        validResult_o,   
    output logic [31:0] result_o         
);
logic valid;
logic [15:0] srcA;
logic [15:0] srcB;
logic [31:0] result;
always_ff @(posedge clk_i, negedge rstn_i) begin
  if (!rstn_i) begin
    valid <= 1'b0;
    srcB <= '0;
    srcA <= '0;
  end else begin
    valid <= validSrc_i;
    srcB <= src_i[31:16];
    srcA <= src_i[15:0];
  end
end
barrett_reduce barrett_B (
  .src_i(srcB),
  .result_o(result[31:16])
);
barrett_reduce barrett_A (
  .src_i(srcA),
  .result_o(result[15:0])
);
assign result_o = result;
assign validResult_o = valid & (~flush_i);
endmodule
### flow/run.sh
#!/bin/bash
# OpenROAD 26Q1-2900-gdf79404cd8, Yosys 0.63+post, stock flow scripts
make -C /OpenROAD-flow-scripts/flow DESIGN_CONFIG=/design/flow/config.mk WORK_HOME=/design/flow/orfs finish
==> impl_metrics.env <==
# implementation run metrics
export IMPL_outcome="finished clean"
export IMPL_ys_seq_share=0.0731
export IMPL_crit_arrival_ns=9.50
export IMPL_synth_cell_types=58
export IMPL_rsz0062_at_grt="no"
export IMPL_synth_seq_cells=33
export IMPL_pin_count=69
export IMPL_critPathLaunch="srcA[2]"
export IMPL_edf_count=0
export IMPL_path_common_cell="fa_1"
export IMPL_ys_cells=1096
export IMPL_crit_slowest_cell="dfrtp_1"
export IMPL_io_buffers=68
export IMPL_syn_instance_count=1096
export IMPL_path_clk_slew_ns=0.07
export IMPL_grt_pass1_vias=8071
export IMPL_cts_buffer_depth=2
export IMPL_yosys_area_um2=11300
export IMPL_finalCriticalPeriod_ns=13.26
export IMPL_wire_per_inst_um=15.6
export IMPL_ff_type="dfrtp_1"
export IMPL_ys_warn_count=2
export IMPL_worst_slew_pin_slew_ns=0.800
export IMPL_design_area_um2=12500
export IMPL_cts_sinks=33
export IMPL_vias=7368
export IMPL_clock_root_buffer="clkbuf_16"
export IMPL_antenna_found_initial=0
export IMPL_fp_utilization=0.515
export IMPL_cts_hold_fix_buffers=0
export IMPL_setup_viol=0
export IMPL_syn2layout_area_growth_pct=10.8
export IMPL_final_setup_tns_ns=0
export IMPL_max_cap_violations=0
export IMPL_post_cts_resized=0
export IMPL_grt_max_degree=20
export IMPL_start_kind="flip-flop"
export IMPL_final_layout_size_suffix_gt1_frac=0.0212
export IMPL_grt_first_pass_wirelength_mm=40.2
export IMPL_warnings=33
export IMPL_finalMaxSlewViolations=0
export IMPL_hold_viol_final=0
export IMPL_fp_dieH_um=152
export IMPL_worstPathMaxFanout=8
export IMPL_die_w_um=152
export IMPL_drt_total_wl_mm=22.7
export IMPL_dpl_hpwl_mm=20.2
export IMPL_diodes=0
export IMPL_critical_path_max_stage_delay_ns=0.59
export IMPL_detail_route_first_pass_iterations=17
export IMPL_numCtsBuffers=5
export IMPL_netlist_area_um2=11300
export IMPL_avgSynthCellArea_um2=10.3
export IMPL_tritoncts="done"
export IMPL_gp_congestion=0.921
export IMPL_cp_end_kind="output port"
export IMPL_synth_async_reset_ratio=1.00
export IMPL_max_clock_freq_mhz=75.4
export IMPL_postCtsSetupBuffers=0
export IMPL_whs_ns=3.36
export IMPL_placed_area_um2=12400
export IMPL_dieArea_um2=23200
export IMPL_maxSlewHeadroom=0.467
export IMPL_drtIter0Drc=211
export IMPL_drc_errors=0
export IMPL_htreeDepth=2
export IMPL_ant_nets=0
export IMPL_hold_path_class="in2async"
export IMPL_grt_total_usage=0.236
export IMPL_endpoint="result_o[13]"
export IMPL_fin_crit_sh=0.705
export IMPL_core_area_um2=22000
export IMPL_crit_type="reg2out"
export IMPL_rows=54
export IMPL_worstPathRequired_ns=15.04
export IMPL_via_per_inst=5.05
export IMPL_grt_ovfl_total=0
[worst max-delay path, delay by kind of cell, from the launching register on]
| kind | cells | cell delay (ns) |
|---|---|---|
| and+or+nand+nor | 6 | 0.99 |
| xor gates and xnor gates | 2 | 0.41 |
| DFF | 1 | 0.59 |
| buffers and inverters | 8 | 1.18 |
| adders and majority gates | 10 | 4.70 |
| AOI/OAI and AO/OA | 5 | 1.31 |
[stage by stage]
step | setup WS, ns | instances | utilization
CTS | 5.48 | 1458 | 0.570
finish | 5.54 | 1458 | 0.570
floorplan | 7.14 | 1096 | -
global route | 4.81 | 1458 | 0.570
global placement | 5.92 | 1450 | 0.563
detailed placement | 5.84 | 1450 | 0.563
[worst min path at each step]
stage / slack (ns) / startpoint / cells after the start / end
CTS: 3.36 / rstn_i / 1 / srcA[14]
global route: 3.39 / rstn_i / 1 / srcA[15]
finish: 3.36 / rstn_i / 1 / srcA[14]
[flip-flops by register name, summed over array words and instances (netlist names)]
signal and flops:
srcA 16, srcB 16, valid 1
[routing by layer]
metal / global-route usage / routed length, um / vias up
li1: - / - / 3620
met1: 0.376 / 10800 / 3520
met2: 0.336 / 9660 / 220
met3: 0.101 / 2240 / 8
met4: 0.00826 / 87 / 0
met5: 0 / 0 / -
[synth_stat cells, types with 3 or more instances]
master,number,area (um2)
a21boi_0,8,60.1
a211oi_1,8,60.1
o21a_1,6,45.0
a21oi_1,39,195
a31oi_1,4,25.0
xnor2_1,30,263
a21o_1,7,52.6
inv_1,306,1150
fa_1,233,4660
nand2_1,22,82.6
o21ai_0,23,115
ha_1,217,2720
nand2b_1,3,18.8
nor2_1,44,165
nor3_1,9,45.0
o211ai_1,3,22.5
nand3_1,9,45.0
xor2_1,9,78.8
mux2i_1,3,30.0
dfrtp_1,33,826
nor2b_1,14,87.6
nand4_1,12,75.1
and2_1,3,18.8
or2_2,3,18.8
o21bai_1,3,22.5
[logic make-up (layout without fill, tap and decap cells)]
family	after synthesis	count (layout)	share of synthesized area
xor gates and xnor gates	41	41	0.0342
AOI/OAI and AO/OA	129	129	0.0763
and+or+nand+nor	133	133	0.0586
muxes	3	3	0.00266
adders and majority gates	450	450	0.653
DFF	33	33	0.0731
buffers and inverters	307	389	0.102
[cell usage in the layout (no fill, tap or decap), types with 4 or more instances in the layout]
master and instances:
a211oi_1 8, a21boi_0 8, a31oi_1 4, inv_1 306, nand4_1 12, nand3_1 9, nor2_1 44, buf_4 7
dfrtp_1 33, xor2_1 9, a21oi_1 39, fa_1 233, clkbuf_16 5, clkdlybuf4s50_1 67, o21a_1 6, nor3_1 9
o21ai_0 23, ha_1 217, nand2_1 22, a21o_1 7, nor2b_1 14, xnor2_1 30
[area by class of cell]
class	instances	area, um2
tap	280	350
sequential	33	826
multi-input combinational	756	9320
clock buffer	5	125
clock inverter	3	17.5
inverter	306	1150
timing repair buffer	75	728
fill	1933	9440
