==> ./design.v <==
module bfu_modred (
    input  logic        clk_i,
    input  logic        rstn_i,
    input  logic        flush_i,         
    input  logic        validSrc_i,      
    input  logic        selKD_i,         
    input  logic [63:0] src_i,           
    output logic        validResult_o,   
    output logic [31:0] result_o         
);
logic valid, selKD;
logic [31:0] srcA;
logic [31:0] srcB;
logic [31:0] result_kyber;
logic [31:0] result_dilithium;
always_ff @(posedge clk_i, negedge rstn_i) begin
  if (!rstn_i) begin
    valid <= 1'b0;
    selKD <= 1'b0;
    srcB <= '0;
    srcA <= '0;
  end else begin
    valid <= validSrc_i;
    selKD <= selKD_i;
    srcB <= src_i[63:32];
    srcA <= src_i[31:0];
  end
end
montgomery_kyber montgomery_kyber_B (
  .src_i(srcB),
  .result_o(result_kyber[31:16])
);
montgomery_kyber montgomery_kyber_A (
  .src_i(srcA),
  .result_o(result_kyber[15:0])
);
montgomery_dilithium montgomery_dilithium (
  .src_i({srcB,srcA}),
  .result_o(result_dilithium)
);
assign result_o = (selKD) ? result_kyber : result_dilithium;
assign validResult_o = valid & (~flush_i);
endmodule
module montgomery_dilithium #(
  parameter INPUT_SIZE = 64,
  parameter OUTPUT_SIZE = INPUT_SIZE/2
)(
    input  logic [INPUT_SIZE-1:0] src_i,           
    output logic [OUTPUT_SIZE-1:0] result_o        
);
localparam HALF = 32;
logic signed [INPUT_SIZE-1:0] src_ext;
assign src_ext = {{(INPUT_SIZE-HALF){src_i[HALF-1]}}, $signed(src_i[HALF-1:0])};
logic signed [INPUT_SIZE-1:0] mult_qinv; 
assign mult_qinv =  (src_ext << 25)
                  + (src_ext << 24)
                  + (src_ext << 23)
                  + (src_ext << 13)
                  + src_ext;  
logic signed [INPUT_SIZE-1:0] t_ext;
assign t_ext = {{(INPUT_SIZE-HALF){mult_qinv[HALF-1]}}, $signed(mult_qinv[HALF-1:0])};
logic signed [INPUT_SIZE-1:0] mult_q;
assign mult_q =  (t_ext << 22) 
               + (t_ext << 21) 
               + (t_ext << 20)
               + (t_ext << 19)
               + (t_ext << 18)
               + (t_ext << 17)
               + (t_ext << 16)
               + (t_ext << 15)
               + (t_ext << 14)
               + (t_ext << 13)
               + (t_ext);  
logic signed [INPUT_SIZE-1:0] diff;
assign diff = (src_i - mult_q);
assign result_o = diff[HALF+:OUTPUT_SIZE];
endmodule
module montgomery_kyber #(
  parameter INPUT_SIZE = 32,
  parameter OUTPUT_SIZE = INPUT_SIZE/2
)(
    input  logic [INPUT_SIZE-1:0] src_i,           
    output logic [OUTPUT_SIZE-1:0] result_o        
);
localparam HALF = 16;
logic signed [INPUT_SIZE-1:0] src_ext;
assign src_ext = {{(INPUT_SIZE-HALF){src_i[HALF-1]}}, $signed(src_i[HALF-1:0])};
logic signed [INPUT_SIZE-1:0] mult_qinv; 
assign mult_qinv = src_ext - (src_ext <<< 11) - (src_ext <<< 10) - (src_ext <<< 8);  
logic signed [INPUT_SIZE-1:0] t_ext;
assign t_ext = {{(INPUT_SIZE-HALF){mult_qinv[HALF-1]}}, $signed(mult_qinv[HALF-1:0])};
logic signed [INPUT_SIZE-1:0] mult_q;
assign mult_q = (t_ext <<< 11) + (t_ext <<< 10) + (t_ext <<< 8) + t_ext;  
logic signed [INPUT_SIZE-1:0] diff;
assign diff = (src_i - mult_q);
assign result_o = diff[HALF+:OUTPUT_SIZE];
endmodule
==> ./run.sh <==
#!/bin/bash
# OpenROAD 26Q1-2900-gdf79404cd8, Yosys 0.63+post, stock flow scripts
make -C /OpenROAD-flow-scripts/flow DESIGN_CONFIG=/design/flow/config.mk WORK_HOME=/design/flow/orfs finish
==> ./config.mk <==
export PLATFORM = sky130hd
export DESIGN_NAME = bfu_modred
export DESIGN_NICKNAME = bfu_modred
export VERILOG_FILES = /design/flow/design.v
export SDC_FILE = /design/flow/constraint.sdc
export NUM_CORES = 4
export LEC_CHECK = 1
export CORE_UTILIZATION = 50
==> ./constraint.sdc <==
current_design bfu_modred

set clk_period 27.9
set clk_io_pct 0.2

create_clock -name clk0 -period $clk_period [get_ports {clk_i}]

set non_clock_inputs [all_inputs -no_clocks]
set_input_delay [expr $clk_period * $clk_io_pct] -clock clk0 $non_clock_inputs
set_output_delay [expr $clk_period * $clk_io_pct] -clock clk0 [all_outputs]
==> job_summary.md <==
## Implementation flow summary

| Metric | Value |
|---|---|
| Port Buf Inserts | 101 |
| Most frequent cell after synthesis | inv_1 |
| Flip-flop and latch count after synthesis | 66 |
| P&R area growth vs syn | 10.4% |
| Final core utilization | 56.3% |
| CTS Buf Count | 9 |
| Gr ovfl total | 0 |
| Main flop type | dfrtp_1 |
| Global-route usage over all layers | 31.3% |
| Post-synth area hogs | fa_1 (31%), ha_1 (19%), inv_1 (8.7%) |
| FP Core Util | 51.0% |
| Clock buffer depth | 2 |
| Initial antenna violation count | 1 |
| Postcts setup bufs | 0 |
| Sequential area share after synthesis | 8.35% |
| EDFF count, synth | 0 |
| Worst min path class | input pin to async pin |
| ANT nets after route | 0 |
| Die Ht | 201 um |
| Hold Buf Count CTS | 0 |
| DRT Wirelength | 56000 um |
| Setup WS post-layout | 11.06 ns |
| Element type at the critical path start | flip-flop |
| Yosys aoi share | 15.3% |
| Number of global-route vias before repair | 16400 |
| Clock Sinks | 66 |
| CTS tree | built |
| WP data required | 22.32 ns |
| # DRC | 0 |
| CP endpoint kind | primary output |
| CP delay by family, top | adder cells |
| Top-area cell share | 31.0% |
| Reg clk slew, reported paths | 0.07 ns |
| WP data arrival | 11.26 ns |
| Hold Fails Final Rpt | 0 |
| Drt via density | 5.40 |
| Adder Area Share | 49.8% |
| First-pass iteration count of the detailed router | 5 |
| Period utilization | 60.3% |
| Core Area | 0.0388 mm2 |
| Final min period | 16.84 ns |
| Mapped cell area | 0.0198 mm2 |
| Max Freq | 0.0594 GHz |
| Most numerous cell on the critical path | fa_1 |
| Root Buffer | clkbuf_16 |
| Crit path largest cell delay | 0.69 ns |
| First-pass GRT wire length | 90300 um |
| WL per Instance | 19.8 um |
| Setup violators final | 0 |
| Gp weighted congestion | 1.00 |
| CP max FO | 15 |
| Yosys chip area | 0.0198 mm2 |
| CTS H-tree depth | 3 |
| Setup CP Type | flip-flop to primary output |
| Largest area contributor in the netlist | fa_1 |
| HPWL after detailed placement | 50300 um |
| RSZ-0062 raised after global routing | no |
| Maximum capacitance violations | 0 |
| Tool warnings | 54 |
| Ys cells | 2177 |
| DR vias | 15200 |
| Pre-CTS setup slack | 11.47 ns |
| Status | completed |
| Initial DRC count | 608 |
| Mux cell area share after synthesis | 0.525% |
| Syn Inst Count | 2177 |
| # rows | 72 |
| XORs/XNORs by Area | 7.61% |
| Syn_area_per_cell | 9.09 um2 |
| Die Wd | 201 um |
| Synth warn | 1 |
| Die area | 0.0404 mm2 |
| Slew Viols, Final | 0 |
| I/O pins | 102 |
| Post-cts sizing count | 0 |
| Fin Setup TNS | 0 ns |
| Ys async rst share | 100% |
| Layout cells sized above 1 | 2.83% |
| Cell variety after synth | 72 |
| Slew at the pin with the worst max-slew slack | 0.825 ns |
| CP max stage cell | dfrtp_1 |
| Buf/Inv on CP | 7 |
| Most frequent cells after synthesis | inv_1 (457), fa_1 (306), ha_1 (298) |
| Synth logic family | adder cells |
| Slew headroom | 44.9% |
| Largest net degree at the start of global routing | 57 |
| Simple Share, Synth | 9.44% |
## logic make-up (layout without fill, tap and decap cells)
group / count (synthesis) / after routing
other: 1 / 7
AND-OR/OR-AND: 472 / 472
adder cells (fa/ha/maj): 604 / 604
AND/OR/NAND/NOR: 380 / 380
buffers and inverters: 473 / 591
XOR/XNOR: 171 / 171
flip-flops: 66 / 66
multiplexers: 10 / 10
## state kept, by name (all words and copies together) (netlist names)
| register | flops |
|---|---|
| selKD | 1 |
| srcA | 32 |
| srcB | 32 |
| valid | 1 |
## per-stage QoR
step	cells	instance area (um2)	hold slack [ns]
after detailed placement	2802	21500	5.59
after floorplan	2182	19800	5.28
after global routing	2818	21800	5.18
after global placement	2802	21500	5.59
after CTS	2818	21800	5.16
final	2819	21800	5.16
## cell type report
type	count	area [um2]
Fill cell	3435	17000
Multi-Input combinational cell	1643	16400
Inverter	457	1720
Sequential cell	66	1650
Timing Repair Buffer	118	1140
Tap cell	518	648
Clock buffer	10	239
Clock inverter	6	66.3
Antenna cell	1	2.50
## how the worst max path moves through the flow
stage	start	endpoint	slack [ns]	depth (start not counted)
4_1_cts	srcA[0]$_DFF_PN0_	result_o[16]	11.02	32
5_1_grt	srcA[0]$_DFF_PN0_	result_o[16]	10.27	32
6_report	srcA[0]$_DFF_PN0_	result_o[16]	11.06	32
## cells in the final DEF (no fill, tap or decap), types with 13 or more instances in the layout
cell type        instances
inv_1                  457
fa_1                   306
ha_1                   298
a21oi_1                152
nand2_1                116
clkdlybuf4s50_1        100
xnor2_1                 96
o21ai_0                 88
nor2_1                  76
xor2_1                  73
a21o_1                  65
dfrtp_1                 65
nand3_1                 38
o21bai_1                30
nor3_1                  26
nand2b_1                26
nand4_1                 23
o21a_1                  18
buf_4                   18
a31oi_1                 15
and3_1                  14
o31ai_1                 13
## per-layer routing
metal	global-route usage (%)	up-vias	share of wire, %
li1	-	7431	-
met1	41.0	7310	40
met2	51.7	412	49
met3	9.47	78	7.8
met4	8.42	0	3.6
met5	0	-	0
