$ cat /design/flow/design.v
module bfu_multiplier (
    input  logic        clk_i,
    input  logic        rstn_i,
    input  logic        flush_i,         
    input  logic        selKD_i,         
    input  logic        validSrc_i,      
    input  logic [31:0] srcA_i,          
    input  logic [31:0] srcB_i,          
    output logic        validResult_o,   
    output logic [63:0] result_o         
);
  logic [31:0] d0, d1;
  logic validResult_m0, validResult_m2;
  logic selKD_d0;
  logic [47:0] m0, m2;
  logic [63:0] m1;
  logic [63:0] result;
  assign d0 = (selKD_i) ? {{16{srcB_i[31]}}, srcB_i[31:16]} : srcB_i[31:0]; 
  assign d1 = (selKD_i) ? {{16{srcB_i[15]}}, srcB_i[15:0]} : srcB_i[31:0];
  always_ff @(posedge clk_i, negedge rstn_i) begin
    if (!rstn_i) begin
        selKD_d0 <= 1'b0;
    end else begin
        selKD_d0 <= selKD_i;
    end
  end
  multiplier mul_m0_inst (
      .clk_i        (clk_i),
      .rstn_i       (rstn_i),
      .validSrc_i   (validSrc_i),
      .sign_i       (1'b1),
      .srcA_i       (srcA_i[31:16]),
      .srcB_i       (d0),
      .validResult_o(validResult_m0),
      .result_o     (m0)
  );
  assign m1 = (selKD_d0) ? ({m0[31:0], 32'b0}) : ({m0, 16'b0});
  multiplier mul_m2_inst (
      .clk_i        (clk_i),
      .rstn_i       (rstn_i),
      .sign_i       (selKD_i),
      .validSrc_i   (validSrc_i),
      .srcA_i       (srcA_i[15:0]),
      .srcB_i       (d1),
      .validResult_o(validResult_m2),
      .result_o     (m2)
  );
  logic [63:0] m2_ext;
  assign m2_ext = {{16{m2[47]}},m2}; 
  assign result   = (selKD_d0) ? (m1 + {32'b0, m2[31:0]}) : (m1 + m2_ext);
  assign validResult_o = validResult_m0 & validResult_m2 & (~flush_i);
  assign result_o = result[63:0];
endmodule
module multiplier #(
  parameter A_WIDTH = 16,
  parameter B_WIDTH = 32,
  parameter PROD_WIDTH = A_WIDTH + B_WIDTH 
)(
  input  logic                          clk_i,         
  input  logic                          rstn_i,        
  input  logic                          validSrc_i,    
  input  logic                          sign_i,        
  input  logic [A_WIDTH-1:0]            srcA_i,        
  input  logic signed [B_WIDTH-1:0]     srcB_i,        
  output logic                          validResult_o, 
  output logic signed [PROD_WIDTH-1:0]  result_o       
);
  localparam int NUM_GROUPS = (B_WIDTH + 1) / 2;  
  logic signed [PROD_WIDTH-1:0] pp_array   [0:NUM_GROUPS-1];
  logic signed [PROD_WIDTH-1:0] pp_stageFF [0:NUM_GROUPS-1];
  logic                         validPP_stage;   
  logic signed [PROD_WIDTH-1:0] result_stageFF;
  logic signed [PROD_WIDTH-1:0] A_ext;
  always_comb begin
    if (sign_i) begin
      A_ext = {{(PROD_WIDTH - A_WIDTH){srcA_i[A_WIDTH-1]}}, srcA_i};
    end else begin
      A_ext = {{(PROD_WIDTH - A_WIDTH){1'b0}}, srcA_i};
    end
  end
  genvar i;
  generate
    for (i = 0; i < NUM_GROUPS; i++) begin : booth_gen
      logic b2, b1, b0;
      assign b2 = (i == (NUM_GROUPS-1))
                   ? srcB_i[B_WIDTH-1]  
                   : srcB_i[2*i+1];
      assign b1 = srcB_i[2*i];
      assign b0 = (i == 0) ? 1'b0 : srcB_i[2*i - 1];
      logic [2:0] booth_bits;
      assign booth_bits = {b2, b1, b0};
      logic signed [PROD_WIDTH-1:0] partial_pp;
      always_comb begin
        unique case (booth_bits)
          3'b000, 3'b111: partial_pp = '0;             
          3'b001, 3'b010: partial_pp = A_ext;          
          3'b011:         partial_pp = A_ext <<< 1;    
          3'b100:         partial_pp = -(A_ext <<< 1); 
          3'b101, 3'b110: partial_pp = -A_ext;         
          default:        partial_pp = '0;
        endcase
      end
      assign pp_array[i] = partial_pp <<< (2*i);
    end
  endgenerate
  always_ff @(posedge clk_i or negedge rstn_i) begin
    if (!rstn_i) begin
      integer j;
      for (j = 0; j < NUM_GROUPS; j++) begin
        pp_stageFF[j] <= '0;
      end
      validPP_stage <= 1'b0;
    end else begin
      if (validSrc_i) begin
        integer k;
        for (k = 0; k < NUM_GROUPS; k++) begin
          pp_stageFF[k] <= pp_array[k];
        end
        validPP_stage <= 1'b1;
      end else begin
        validPP_stage <= 1'b0;
      end
    end
  end
  logic [PROD_WIDTH:0] acc_sum;
  always_comb begin
    acc_sum = '0;  
    for (int m = 0; m < NUM_GROUPS; m++) begin
      acc_sum = $signed(acc_sum) + $signed({1'b0, pp_stageFF[m]});
    end
    result_stageFF = acc_sum[PROD_WIDTH-1:0];
  end
  assign result_o      = result_stageFF;     
  assign validResult_o = validPP_stage;  
endmodule
$ cat /design/flow/run.sh
#!/bin/bash
# OpenROAD 26Q1-2900-gdf79404cd8, Yosys 0.63+post, stock flow scripts
make -C /OpenROAD-flow-scripts/flow DESIGN_CONFIG=/design/flow/config.mk WORK_HOME=/design/flow/orfs finish
$ cat /design/flow/config.mk
export PLATFORM = sky130hd
export DESIGN_NAME = bfu_multiplier
export DESIGN_NICKNAME = bfu_multiplier
export VERILOG_FILES = /design/flow/design.v
export SDC_FILE = /design/flow/constraint.sdc
export NUM_CORES = 4
export LEC_CHECK = 1
export CORE_UTILIZATION = 30
$ cat /design/flow/constraint.sdc
current_design bfu_multiplier

set clk_period 38.5
set clk_io_pct 0.2

create_clock -name clk0 -period $clk_period [get_ports {clk_i}]

set non_clock_inputs [all_inputs -no_clocks]
set_input_delay [expr $clk_period * $clk_io_pct] -clock clk0 $non_clock_inputs
set_output_delay [expr $clk_period * $clk_io_pct] -clock clk0 [all_outputs]
==> run_results.csv <==
group,metric,value,unit
logic_synthesis,ys_types,84,
global_routing,grt_pass1_wl,527,mm
logic_synthesis,async_flop_share,100,%
final_timing,slew_headroom,28.9,%
flow_run,tool_warnings,41,
logic_synthesis,syn_inst,9558,
layout,post-route-util,33.9,%
logic_synthesis,edf_count,0,
placement,place_congestion,1.03,
logic_synthesis,logic_family,"adder cells",
placement,place_area,0.0917,sq mm
flow_run,cap_violations,0,
logic_synthesis,ys_seq_share,30.9,%
global_routing,antenna_found_initial,23,
final_timing,hold_violations,0,
setup_path,cp-end-kind,"output pin",
logic_synthesis,compound_area_share,21.4,%
clock_network,clkLatencyLatePin,760,ps
setup_path,cpMostUsedCell,"fa_1",
clock_network,cts_root_buf,"clkbuf_16",
final_timing,finClkSkew,0,ps
final_timing,setup_tns,0,ps
clock_network,cts-hold-fix-buffers,0,
layout,drive_above_1_share,8.12,%
logic_synthesis,ys_ff,1057,
drt,via_per_inst,5.57,
clock_network,cts_made_buffers,113,
floorplanning,die_y,536,um
global_routing,grt_use_total,26.4,%
placement,io_buffer_count,133,
drt,via_count,74000,
setup_path,critPathMaxFanout,6,
setup_path,crit_slowest_cell,"o41ai_1",
clock_network,cts_setup_buffers,0,
clock_network,cts_tree,"done",
logic_synthesis,ys_sh_mux,0.671,%
clock_network,cts-resized-gates,0,
global_routing,grt_max_degree,153,
setup_path,cp.required,30800,ps
floorplanning,die_area,0.288,sq mm
logic_synthesis,synth-area-yosys,0.0856,sq mm
floorplanning,die_w,536,um
logic_synthesis,simple_gate_share,7.63,%
final_timing,final.min_clock_period,18830,ps
logic_synthesis,synth_warnings,4,
floorplanning,core,0.283,sq mm
run_status,status,"completed",
logic_synthesis,syn-cell-area,0.0856,sq mm
clock_network,htreeDepth,3,
setup_path,worst_ep_arrival_time,11130,ps
setup_path,path_buffers,3,
final_timing,fmax,53.1,MHz
drt,drt-initial-drc-count,8447,
drt,drcViolationCount,0,
setup_path,crit_path_max_incr_delay,770,ps
final_timing,setup_viol,0,
final_timing,final-max-slew-violation-count,0,
clock_network,cts_buffer_depth,3,
logic_synthesis,synth-xor-area-share,4.64,%
layout,area_growth,11.9,%
final_timing,finalClockPeriodUsage,48.9,%
floorplanning,fp_util,30.3,%
clock_network,clock_sinks,1057,
logic_synthesis,flop_cell,"dfrtp_1",
drt,routed_wl,368,mm
logic_synthesis,fa_ha_area_share,23.4,%
drt,wl_per_cell,27.7,um
final_timing,tightest_slew,1060,ps
floorplanning,io_pins,134,
layout,fillers,28800,
final_timing,rsz0062_at_grt,"false",
worst_hold_path,hold_path.class,"register to register",
setup_path,path_delay_family,"AND-OR/OR-AND gates",
layout,final_area,0.0959,sq mm
global_routing,grt_overflow,0,
drt,first_pass_iters,10,
layout,logic_area,0.0497,sq mm
logic_synthesis,ys_cells,9558,
setup_path,crit_path_start_kind,"register",
layout,seq_area,0.0265,sq mm
global_routing,grt_pass1_vias,72900,
placement,hpwlAfterDp,267,mm
clock_network,clkTransAtPathRegs,70,ps
drt,postRouteAntennaNets,0,
floorplanning,rows,195,
logic_synthesis,synth.avg_cell_area,8.96,sq um
setup_path,path_class,"register to output pin",
[layout by cell type (no fill, tap or decap), types with 310 or more instances in the layout]
cell         n
o21ai_0    829
buf_4      381
fa_1       827
a221oi_1   310
o22ai_1    591
nand2_1    512
inv_1     1803
dfrtp_1   1056
nor2_1     412
a21oi_1    486
xnor2_1    350
[through the flow]
step	hold WS (ps)	setup WS [ps]	std cells
after floorplan	483	22670	9558
final	514	19670	13300
after detailed placement	507	20460	13100
after global placement	508	20760	13100
after CTS	518	19620	13300
after global routing	540	18900	13300
[tightest hold or removal path, stage by stage (launching register included)]
cell	delay (ps)
dfrtp_1	320
inv_1	50
o32ai_1	90
[logic make-up (layout without fill, tap and decap cells)]
kind of cell,after synthesis,count (layout)
AOI/OAI and AO/OA,2867,2867
buffers and inverters,2569,2535
and+or+nand+nor,1450,1450
adders and majority gates,1108,1108
DFF,1057,1057
xor gates and xnor gates,452,452
muxes,55,55
other,0,22
[synth_stat cells, types with 59 or more instances]
library cell | n | area share (%)
a21o_1 | 59 | 0.52
a21oi_1 | 486 | 2.8
a221oi_1 | 310 | 3.2
a222oi_1 | 62 | 0.72
a22oi_1 | 99 | 0.87
buf_1 | 80 | 0.35
clkbuf_1 | 655 | 2.9
dfrtp_1 | 1057 | 31
fa_1 | 827 | 19
ha_1 | 276 | 4.0
inv_1 | 1803 | 7.9
nand2_1 | 512 | 2.2
nand2b_1 | 61 | 0.45
nand3_1 | 73 | 0.43
nor2_1 | 417 | 1.8
nor3_1 | 179 | 1.0
o21ai_0 | 832 | 4.9
o22ai_1 | 591 | 4.3
o32ai_1 | 64 | 0.65
xnor2_1 | 357 | 3.7
xor2_1 | 94 | 0.96
[layout make-up]
| cell class | count | share of cell area, % |
|---|---|---|
| multi-input combinational | 5932 | 51.9 |
| sequential | 1057 | 27.6 |
| clock inverter | 64 | 0.941 |
| timing repair buffer | 518 | 4.28 |
| inverter | 1808 | 7.08 |
| antenna | 22 | 0.0574 |
| tap | 3743 | 4.89 |
| clock buffer | 145 | 3.31 |
[path summary, 6_finish.rpt]
check	startpoint	endpoint	slack, ps	cells after the start
setup / recovery	mul_m2_inst.pp_stageFF[6][24]$_DFFE_PN0P_	result_o[63]	19670	35
hold / removal	mul_m2_inst.pp_stageFF[7][18]$_DFFE_PN0P_	mul_m2_inst.pp_stageFF[7][18]$_DFFE_PN0P_	510	2
setup reg to reg	mul_m0_inst.pp_stageFF[0][31]$_DFFE_PN0P_	mul_m0_inst.pp_stageFF[0][31]$_DFFE_PN0P_	37620	2
hold reg to reg	mul_m2_inst.pp_stageFF[7][18]$_DFFE_PN0P_	mul_m2_inst.pp_stageFF[7][18]$_DFFE_PN0P_	510	2
max in group asynchronous	rstn_i	mul_m2_inst.pp_stageFF[0][10]$_DFFE_PN0P_	28110	5
min in group asynchronous	rstn_i	mul_m0_inst.pp_stageFF[1][32]$_DFFE_PN0P_	6970	1
[layer usage]
metal,up-vias,wire (um),global-route usage (%),part of all wire (%)
met5,-,719,0.750,0.20
met4,38,21300,11.3,5.8
met3,1154,61100,16.4,17
met2,5019,152000,36.5,41
met1,35900,133000,33.0,36
li1,31900,-,-,-
[flip-flops by register name, indices dropped and copies added, names as in the netlist]
register and cells:
mul_m2_inst.pp_stageFF 528, selKD_d0 1, mul_m0_inst.pp_stageFF 527, mul_m2_inst.validPP_stage 1
